==> flow/run.sh <==
#!/bin/bash
# OpenROAD 26Q1-2900-gdf79404cd8, Yosys 0.63+post, stock flow scripts
make -C /OpenROAD-flow-scripts/flow DESIGN_CONFIG=/design/flow/config.mk WORK_HOME=/design/flow/orfs finish
==> flow/config.mk <==
export PLATFORM = sky130hd
export DESIGN_NAME = arbiter
export DESIGN_NICKNAME = arbiter
export VERILOG_FILES = /design/flow/design.v
export SDC_FILE = /design/flow/constraint.sdc
export NUM_CORES = 4
export LEC_CHECK = 1
export CORE_AREA = 10 10 89 89
export DIE_AREA = 0 0 99 99
==> flow/constraint.sdc <==
current_design arbiter

set clk_period 3.7
set clk_io_pct 0.2

create_clock -name clk0 -period $clk_period [get_ports {HCLK}]

set non_clock_inputs [all_inputs -no_clocks]
set_input_delay [expr $clk_period * $clk_io_pct] -clock clk0 $non_clock_inputs
set_output_delay [expr $clk_period * $clk_io_pct] -clock clk0 [all_outputs]
==> flow/design.v <==
module arbiter(
    input wire HCLK,
    input wire HRESETn,
    input wire [2:0] HBUSREQ,
    input wire [2:0] HLOCK,
    input wire [31:0] HADDR,
    input wire [2:0] HSPLIT,
    input wire [1:0] HTRANS,
    input wire [2:0] HBURST,
    input wire [1:0] HRESP,
    input wire HREADY,
    output reg [1:0] HMASTER,
    output reg HMASTLOCK,
    output reg [2:0] HGRANT
);
parameter GRANT_M0 = 0;
parameter GRANT_M1 = 1;
parameter GRANT_M2 = 2;
parameter GRANT_DUMMY = 3;
parameter M0 = 2'b00;
parameter M1 = 2'b01;
parameter M2 = 2'b10;
parameter M_DUMMY = 2'b11;
reg [1:0] grant;
reg [1:0] next_grant;
reg [2:0] queue_0; 
reg [2:0] next_queue_0;
reg [6:0] count;
reg finish_0;  
reg [2:0] mastlock_0;
reg [2:0] mastlock_1;
reg mastlock;
reg lock;
always @(posedge HCLK or negedge HRESETn) begin
    if (!HRESETn) begin
        queue_0 <= 3'b111;
        next_queue_0 <= 3'b111;
    end else begin
        queue_0 <= next_queue_0;
    end
end
always @* begin
    if (HSPLIT != 0) begin
        next_queue_0 <= HSPLIT | queue_0;
    end else begin
        next_queue_0 <= next_queue_0;
    end
    case(grant)
        GRANT_M0: begin
            if (HRESP == 2'b11) begin
                next_queue_0[0] <= 1'b0;
            end else begin
                next_queue_0[0] <= next_queue_0[0];
            end
        end
        GRANT_M1: begin
            if (HRESP == 2'b11) begin
                next_queue_0[1] <= 1'b0;
            end else begin
                next_queue_0[1] <= next_queue_0[1];
            end
        end
        GRANT_M2: begin
            if (HRESP == 2'b11) begin
                next_queue_0[2] <= 1'b0;
            end else begin
                next_queue_0[2] <= next_queue_0[2];
            end
        end
        default: next_queue_0 <= next_queue_0;
    endcase
end
always @(posedge HCLK or negedge HRESETn) begin
    if (!HRESETn) begin
        grant <= GRANT_DUMMY;
    end else begin
        grant <= next_grant;
    end
end
always @* begin
    case(grant)
    GRANT_M0: begin
        if ((HRESP == 2'b00) | (HRESP == 2'b01)) begin
            if (!finish_0 && lock) begin
                next_grant <= GRANT_M0;
            end else begin
                if (next_queue_0[1] && HBUSREQ[1]) begin
                    next_grant <= GRANT_M1;
                end else if (next_queue_0[2] && HBUSREQ[2]) begin
                    next_grant <= GRANT_M2;
                end else begin
                    next_grant <= GRANT_M0;
                end
            end
        end else if (HRESP == 2'b11) begin
            if (next_queue_0[1] && HBUSREQ[1]) begin
                next_grant <= GRANT_M1;
            end else if (next_queue_0[2] && HBUSREQ[2]) begin
                next_grant <= GRANT_M2;
            end else begin
                next_grant <= GRANT_DUMMY;
            end
        end else begin  
            next_grant <= GRANT_M0;
        end
    end
    GRANT_M1: begin
        if ((HRESP == 2'b00) | (HRESP == 2'b01)) begin
            if (!finish_0 && lock) begin
                next_grant <= GRANT_M1;
            end else begin
                if (next_queue_0[2] && HBUSREQ[2]) begin
                    next_grant <= GRANT_M2;
                end else if (next_queue_0[0] && HBUSREQ[0]) begin
                    next_grant <= GRANT_M0;
                end else begin
                    next_grant <= GRANT_M1;
                end
            end
        end else if (HRESP == 2'b11) begin
            if (next_queue_0[2] && HBUSREQ[2]) begin
                next_grant <= GRANT_M2;
            end else if (next_queue_0[0] && HBUSREQ[0]) begin
                next_grant <= GRANT_M0;
            end else begin
                next_grant <= GRANT_DUMMY;
            end
        end else begin
            next_grant <= GRANT_M1;
        end
    end
    GRANT_M2: begin
        if ((HRESP == 2'b00) | (HRESP == 2'b01)) begin
            if (!finish_0 && lock) begin
                next_grant <= GRANT_M2;
            end else begin
                if (next_queue_0[0] && HBUSREQ[0]) begin
                    next_grant <= GRANT_M0;
                end else if (next_queue_0[1] && HBUSREQ[1]) begin
                    next_grant <= GRANT_M1;
                end else begin
                    next_grant <= GRANT_M2;
                end
            end
        end else if (HRESP == 2'b11) begin
            if (next_queue_0[0] && HBUSREQ[0]) begin
                next_grant <= GRANT_M0;
            end else if (next_queue_0[1] && HBUSREQ[1]) begin
                next_grant <= GRANT_M1;
            end else begin
                next_grant <= GRANT_DUMMY;
            end
        end else begin
            next_grant <= GRANT_M2;
        end
    end
    default: begin
        if (next_queue_0[0] && HBUSREQ[0]) begin
            next_grant <= GRANT_M0;
        end else if (next_queue_0[1] && HBUSREQ[1]) begin
            next_grant <= GRANT_M1;
        end else if (next_queue_0[2] && HBUSREQ[2]) begin
            next_grant <= GRANT_M2;
        end else begin
            next_grant <= GRANT_DUMMY;
        end
    end
    endcase
end
always @(posedge HCLK or negedge HRESETn) begin
    if (!HRESETn) begin
        mastlock_0 <= 3'b000;
    end else begin
        if (HBUSREQ[0] && HLOCK[0]) begin
            mastlock_0[0] <= 1;
        end else begin
            mastlock_0[0] <= 0;
        end
        if (HBUSREQ[1] && HLOCK[1]) begin
            mastlock_0[1] <= 1;
        end else begin
            mastlock_0[1] <= 0;
        end
        if (HBUSREQ[2] && HLOCK[2]) begin
            mastlock_0[2] <= 1;
        end else begin
            mastlock_0[2] <= 0;
        end
    end
end
always @(posedge HCLK or negedge HRESETn) begin
    if (!HRESETn) begin
        mastlock_1 <= 3'b000;
    end else begin
        case(grant)
            GRANT_M0: begin
                if (mastlock_0[0]) begin
                    mastlock_1[0] <= 1;
                end else begin
                    mastlock_1[0] <= 0;
                end
                mastlock_1[2:1] <= 2'b00;
            end
            GRANT_M1: begin
                if (mastlock_0[1]) begin
                    mastlock_1[1] <= 1;
                end else begin
                    mastlock_1[1] <= 0;
                end
                mastlock_1[2] <= 0;
                mastlock_1[0] <= 0;
            end
            GRANT_M2: begin
                if (mastlock_0[2]) begin
                    mastlock_1[2] <= 1;
                end else begin
                    mastlock_1[2] <= 0;
                end
                mastlock_1[1:0] <= 2'b00;
            end
            default: mastlock_1 <= 3'b000;
        endcase
    end
end
always @(posedge HCLK or negedge HRESETn) begin
    if (!HRESETn) begin
        mastlock <= 0;
    end else begin
        if (mastlock_1 != 3'b000) begin
            mastlock <= 1;
        end else if (count == 0) begin
            mastlock <= 0;
        end else begin
            mastlock <= mastlock;
        end
    end
end
always @* begin
    HMASTLOCK <= mastlock_1[0] || mastlock_1[1] || mastlock_1[2];
    lock <= mastlock || HMASTLOCK || ((grant == GRANT_M0) && mastlock_0[0]) || ((grant == GRANT_M1) && mastlock_0[1]) || ((grant == GRANT_M2) && mastlock_0[2]);
end
always @* begin
    case (grant)
        GRANT_M0: HGRANT <= 3'b001;
        GRANT_M1: HGRANT <= 3'b010;
        GRANT_M2: HGRANT <= 3'b100;
        default: HGRANT <= 3'b000;
    endcase
end
always @(posedge HCLK or negedge HRESETn) begin
    if (!HRESETn) begin
        HMASTER <= 2'b00;
    end else begin
        if (HREADY) begin
            case (grant)
                GRANT_M0: HMASTER <= M0;
                GRANT_M1: HMASTER <= M1;
                GRANT_M2: HMASTER <= M2; 
                default: HMASTER <= M_DUMMY;
            endcase
        end else begin
            HMASTER <= HMASTER;
        end
    end
end
always @(posedge HCLK or negedge HRESETn) begin
    if (!HRESETn) begin
        count <= 0;
        finish_0 <= 0;
    end else begin
        if (HTRANS == 2'b10) begin
            case (HBURST)
                3'b000: count <= 0;
                3'b001: count <= 20;
                3'b010: count <= 3;
                3'b011: count <= 3;
                3'b100: count <= 7;
                3'b101: count <= 7;
                3'b110: count <= 15;
                3'b111: count <= 15;
                default: count <= 0; 
            endcase
        end else if (HTRANS == 2'b11) begin
            if (HREADY) begin
                if (count == 1) begin
                    finish_0 <= 1;
                end else begin
                    finish_0 <= 0;
                end
                if (count != 0) begin
                    count <= count - 1;
                end else begin
                    count <= 0;
                end
            end else begin
                if (HRESP == 2'b11) begin
                    count <= 0;
                end else if (HRESP == 2'b10) begin
                    count <= 0;  
                end else begin  
                    count <= count;
                end
            end
        end else if (HTRANS == 2'b00) begin
            count <= 0;
        end else begin  
            count <= count;
        end
    end
end
endmodule
==> reports/metrics.csv <==
stage,metric,value,unit
grt,antenna_found_initial,0,
critical_path,timing.critical_path.fanout_max,4,
die,placement_rows,28,
timing,timing.final.setup_violations,0,
timing,timing.setup.tns,0,ps
die,die_h,99,um
critical_path,timing.critical_path.cells,nor3_1 > inv_1 > clkdlybuf4s50_1,
timing,fin_skew,4.93,ps
routing,post_route_m1_wl,1240,um
timing,report.final.slew_viol_count,0,
status,outcome,finished clean,
clocking,clock_tree.root_cell,clkbuf_8,
routing,residual_drc_count,0,
power_and_ir_drop,power.sequential.fraction,0.468,
timing,worst_hold_slack,485,ps
power_and_ir_drop,internal_power,497,uW
flow_run,maxcap_viol_count,0,
critical_path,worstSetupEndpointType,output pin,
synthesis,synth_cell_types,36,
power_and_ir_drop,clockPowerShare,0.204,
clocking,cts_made_buffers,3,
routing,route.top_layer_used,met4,
clocking,cts_htree_levels,1,
synthesis,synth.yosys.chip_area,1120,um^2
grt,grt_max_degree,22,
timing,worst_slew_margin_rel,0.642,
clocking,clk_path_buf_depth,2,
power_and_ir_drop,worst_ir_drop_vdd,0.236,mV
critical_path,timing.critical_path.slowest_cell_delay,470,ps
synthesis,ys_cells,125,
power_and_ir_drop,sw_frac_of_total,0.318,
routing,drt_first_iter_violations,62,
die,core-area,5990,um^2
cells_and_area,register_area,527,um^2
cells_and_area,fillCellCount,640,
routing,post_drt_wl_per_cell,11.6,um
timing,finalHoldViolCount,0,
grt,grt_remaining_overflow,0,
timing,setup_repair_after_global_routing_missed_its_margin,false,
grt,global_route_wire_length_before_repair,4570,um
critical_path,timing_worst_setup_path_type,flip-flop to output pin,
die,chipWidth,99,um
clocking,clock_insertion_delay_worst_skew,260,ps
routing,route.met2.wl,1200,um
placed_design,place.detailed.hpwl,1960,um
grt,globalRouteTotalUtil,0.0532,
routing,met3WireLength,92,um
synthesis,area_leaders,"dfrtp_1 45%, nand2_1 4.7%, o21ai_0 4.5%",
cells_and_area,fraction_of_layout_instances_using_a_drive_strength_above_1,0.0548,
critical_path,startpoint_type,flip-flop,
critical_path,worst-endpoint-required,2960,ps
timing,fmax,427,MHz
synthesis,yosys_warnings,10,
synthesis,synth_top_area_share,0.447,
flow_run,stage_log_warnings,61,
grt,via_count_of_the_first_global_routing_pass,942,
placed_design,port-buffer-count,21,
timing,worst_tran_pin_value,533,ps
clocking,post-cts-setup-buffer-count,0,
die,initial_core_util,0.187,
power_and_ir_drop,power_leakage,0.625,nW
power_and_ir_drop,p_comb_frac,0.328,
timing,min_period_over_period,0.633,
cells_and_area,area_delta_synth_final,29.9,%
clocking,numClockSinks,21,
routing,avgViaCountPerCell,4.33,
routing,detail_route.antenna_diodes,0,
hold_path,hold_path.class,flip-flop to flip-flop,
clocking,tritoncts_clock_tree,built,
synthesis,synthesized_netlist_cell_count,125,
critical_path,top_cell_family_by_delay_on_the_critical_path,buffers and inverters,
placed_design,place.gp.congestion,0.828,
cells_and_area,final_cell_count_no_fill,221,
synthesis,syn_area,1120,um^2
timing,finalWorstPathRequiredPeriod,2340,ps
routing,detail-route-antenna-nets,0,
die,top_level_ports,57,
placed_design,dpl.cell_count,217,
synthesis,synthesis.area_per_instance,8.96,um^2
synthesis,synth_top_cell_by_area,dfrtp_1,
synthesis,numSynthFlops,21,
clocking,cts-hold-fix-buffers,0,
critical_path,critical_path_buf_inv_count,2,
timing,final_critical_path_setup_slack,1360,ps
power_and_ir_drop,power_density,501,nW/um^2
routing,wirelength,2560,um
routing,vias,956,
critical_path,cpMaxStageDelayCell,nor3_1,
cells_and_area,comb_area,546,um^2
routing,drt_first_pass_iters,4,
placed_design,place_worst_setup_slack,1380,ps
clocking,clk_pin_slew,70,ps
power_and_ir_drop,power.switching,232,uW
synthesis,ys_seq_share,0.470,
die,chip_area,9800,um^2
critical_path,critical_path_arrival,1600,ps
clocking,post_cts.resized_instances,0,
## per-stage QoR
stage | utilization | total power, mW | instance area [um^2]
global route | 0.243 | 0.799 | 1460
detailed placement | 0.235 | 0.587 | 1410
floorplan | - | 0.480 | 1120
finish | 0.243 | 0.730 | 1460
CTS | 0.243 | 0.740 | 1460
global placement | 0.235 | 0.587 | 1410
## synth_stat cells, drive strengths merged
cell,instances
a22oi,2
and3,1
clkbuf,5
nor3,2
o22ai,1
a211oi,1
a21boi,2
a21oi,9
dfstp,1
o31ai,1
nor3b,2
and3b,1
o21ai,10
a32oi,2
and2,7
o2bb2ai,1
nor2b,4
nand2b,1
nand3b,1
o21a,2
o2111ai,1
ha,2
a211o,2
nor2,13
or4,1
inv,7
nor4b,1
nand3,4
a221oi,1
dfrtp,20
a31oi,1
nand2,14
o211ai,2
## final timing paths
kind,end,cells after the start,startpoint,slack (ps)
min in group asynchronous,count[4],2,HRESETn,820
max in group asynchronous,grant[0],2,HRESETn,2610
setup / recovery,HMASTLOCK,3,mastlock_1[1],1360
hold reg to reg,mastlock,2,mastlock,480
hold / removal,mastlock,2,mastlock,480
setup reg to reg,count[0],6,count[0],1890
## tightest hold or removal path, cell delays in order (launching register included)
cell	delay, ps
dfrtp_1	350
nand2_1	50
nand2_1	50
## final cells by class
class,instances,area share
sequential,21,0.362
tap,75,0.0645
inverter,7,0.0181
multi-input combinational,92,0.375
clock buffer,4,0.0310
timing repair buffer,22,0.150
## layer usage
layer / track usage / vias up
met5: 0 / -
met4: 0.0110 / 0
met3: 0.00775 / 2
met2: 0.0827 / 22
met1: 0.0765 / 449
li1: - / 483
## placed cells by master, fill, tap and decap left out, types with 2 or more instances in the layout
master	instances
clkdlybuf4s50_1	21
dfrtp_1	20
nand2_1	14
nor2_1	13
o21ai_0	10
a21oi_1	9
inv_1	7
and2_1	7
nor2b_1	4
nand3_1	3
clkbuf_8	3
nor3_1	2
a22oi_1	2
nor3b_1	2
o211ai_1	2
o21a_1	2
a21boi_0	2
a211o_1	2
ha_1	2
## cell families after synthesis
| logic type | synth area share |
|---|---|
| adder cells (fa/ha/maj) | 0.0223 |
| AND/OR/NAND/NOR | 0.240 |
| flip-flops | 0.470 |
| AND-OR/OR-AND | 0.225 |
| buffers and inverters | 0.0425 |
## power groups by stage
stage	registers (mW)	logic (mW)	clock network, mW
finish	0.342	0.239	0.149
CTS	0.341	0.245	0.154
global route	0.353	0.280	0.167
## flip-flops by register name, summed over array words and instances (netlist names)
name / cells
HMASTER: 2
count: 7
finish_0: 1
grant: 4
mastlock: 1
mastlock_0: 3
mastlock_1: 3
Power is estimated from default activity; no workload was simulated.
